==> /design/flow/design.v <==
module bird (
    input logic clk,
    input logic [15:0] data_in,
    output logic [15:0] data_out,
    output logic [11:0] address,
    output logic memwt
);
logic [11:0] pc = 0, ir;
logic [4:0] state = FETCH; 
logic [15:0] regbank [7:0]; 
logic zeroflag = 0; 
logic [15:0] result; 
typedef enum logic [3:0] {
    FETCH = 4'b0000,
    LDI   = 4'b0001,
    LD    = 4'b0010,
    ST    = 4'b0011,
    JZ    = 4'b0100,
    JMP   = 4'b0101,
    ALU   = 4'b0111,
    PUSH  = 4'b1000,
    POP1  = 4'b1001,
    POP2  = 4'b1100,
    CALL  = 4'b1010,
    RET1  = 4'b1011,
    RET2  = 4'b1101
} state_e;
logic zeroresult;
always_ff @(posedge clk) begin
    case(state)
        FETCH: begin
            if (data_in[15:12] == JZ)
                state <= zeroflag ? JMP : FETCH;
            else
                state <= data_in[15:12];
            ir <= data_in[11:0];
            pc <= pc + 1;
        end
        LDI: begin
            regbank[ir[2:0]] <= data_in;
            pc <= pc + 1;
            state <= FETCH;
        end
        LD: begin
            regbank[ir[2:0]] <= data_in;
            state <= FETCH;
        end
        ST: state <= FETCH;
        JMP: begin
            pc <= pc + ir;
            state <= FETCH;
        end
        ALU: begin
            regbank[ir[2:0]] <= result;
            zeroflag <= zeroresult;
            state <= FETCH;
        end
        PUSH: begin
            regbank[7] <= regbank[7] - 1;
            state <= FETCH;
        end
        POP1: begin
            regbank[7] <= regbank[7] + 1;
            state <= POP2;
        end
        POP2: begin
            regbank[ir[2:0]] <= data_in;
            state <= FETCH;
        end
        CALL: begin
            regbank[7] <= regbank[7] - 1;
            pc <= pc + ir;
            state <= FETCH;
        end
        RET1: begin
            regbank[7] <= regbank[7] + 1;
            state <= RET2;
        end
        RET2: begin
            pc <= data_in[11:0];
            state <= FETCH;
        end
    endcase
end
always_comb begin
    case (state)
        LD:    address = regbank[ir[5:3]];
        ST:    address = regbank[ir[5:3]];
        PUSH:  address = regbank[7];
        POP2:  address = regbank[7];
        CALL:  address = regbank[7];
        RET2:  address = regbank[7];
        default: address = pc;
    endcase
end
assign memwt = (state == ST) || (state == PUSH) || (state == CALL);
always_comb begin
    case (state)
        CALL: data_out = {4'b0, pc};
        default: data_out = regbank[ir[8:6]];
    endcase
end
always_comb begin
    case (ir[11:9])
        3'b000: result = regbank[ir[8:6]] + regbank[ir[5:3]];
        3'b001: result = regbank[ir[8:6]] - regbank[ir[5:3]];
        3'b010: result = regbank[ir[8:6]] & regbank[ir[5:3]];
        3'b011: result = regbank[ir[8:6]] | regbank[ir[5:3]];
        3'b100: result = regbank[ir[8:6]] ^ regbank[ir[5:3]];
        3'b111: begin
            case (ir[8:6])
                3'b000: result = ~regbank[ir[5:3]];
                3'b001: result = regbank[ir[5:3]];
                3'b010: result = regbank[ir[5:3]] + 1;
                3'b011: result = regbank[ir[5:3]] - 1;
                default: result = 16'b0;
            endcase
        end
        default: result = 16'b0;
    endcase
end
assign zeroresult = (result == 0);
endmodule
==> /design/flow/run.sh <==
#!/bin/bash
# OpenROAD 26Q1-2900-gdf79404cd8, Yosys 0.63+post, stock flow scripts
make -C /OpenROAD-flow-scripts/flow DESIGN_CONFIG=/design/flow/config.mk WORK_HOME=/design/flow/orfs finish
==> /design/flow/config.mk <==
export PLATFORM = sky130hd
export DESIGN_NAME = bird
export DESIGN_NICKNAME = bird
export VERILOG_FILES = /design/flow/design.v
export SDC_FILE = /design/flow/constraint.sdc
export NUM_CORES = 4
export LEC_CHECK = 1
export CORE_UTILIZATION = 30
==> /design/flow/constraint.sdc <==
current_design bird

set clk_period 9.8
set clk_io_pct 0.2

create_clock -name clk0 -period $clk_period [get_ports {clk}]

set non_clock_inputs [all_inputs -no_clocks]
set_input_delay [expr $clk_period * $clk_io_pct] -clock clk0 $non_clock_inputs
set_output_delay [expr $clk_period * $clk_io_pct] -clock clk0 [all_outputs]
==> out/results.txt <==
status: finished, final reports clean
largest net degree at the start of global routing: 35
slowest stage delay, CP: 0.62 ns
CP Class: reg2reg
clock-pin transition on the worst setup and hold timing paths: 0.07 ns
total global-route track usage: 0.185
Setup-failing EPs final: 0
Yosys Chip Area: 12,200 um2
core area: 39,900 um2
Tmin final: 5.87 ns
setup TNS: 0 ns
main flop type: edfxtp_1
worst reg2reg setup slack: 3.93 ns
ant diodes: 0
Tool Warnings: 43
CP Data Arrival Time: 6.02 ns
maximum root-to-sink buffer count: 2
Pre-Place Util: 0.306
most instantiated logic cells after routing: 157 x edfxtp_1, 83 x nor2_1, 74 x ha_1
antenna violations before repair: 0
Yosys reg bits: 163
Hold Buf Count CTS: 0
crit end category: flip-flop
Area growth syn-to-layout: 13.5%
die width: 204 um
cell family with most CP delay: AND-OR/OR-AND gates
Syn Area/Cell: 11.2 um2
Synth Cell Area: 12,200 um2
drt wl/cell: 21.8 um
WP data required: 9.95 ns
Buf/Inv on CP: 2
f_max: 170 MHz
CTS resizes: 0
first-pass GRT wire length: 55,100 um
chip height: 204 um
Synth async-reset ratio: 0
worst slew pin tran: 0.921 ns
Max-area cell share: 0.386
Max-cap violations: 0
Yosys warning count: 1
main area contributors: edfxtp_1 39%, mux4_2 12%, ha_1 7.6%
vias in the first global route: 9,185
Post-CTS Setup Repair Bufs: 0
Worst Hold Class: reg2reg
CTS sink cnt: 163
Detailed Routing Iterations Pass 1: 5
Slew Viols, Final: 0
fin util: 0.347
Fin Clk Skew: 0.00991 ns
chip area: 41,500 um2
Routed WL: 36,300 um
CTS tree: done
Mapped Cells: 1,094
input/output buffers: 45
RSZ-0062 raised after global routing: false
ANT nets after route: 0
Fin. Hold Viols: 0
Max Fanout on Critical Path: 32
Num CTS Buffers: 17
area leader, netlist: edfxtp_1
via count: 9,117
CTS H-tree depth: 4
Remaining DRCs: 0
critical path launch point type: flip-flop
I/O Pins: 46
yosys cell count: 1,094
root buf cell: clkbuf_16
Final Wtd Congestion: 0.966
Cell Chain, Critical Path: buf_4 > mux4_2 > mux2i_4 > inv_2 > nor2_4 > nand2_1 > o41ai_1 > o21ai_0 > xnor2_1 > ha_1 > or3_1 > o21ai_0 > o21ai_0 > a31oi_1 > xnor2_1 > a21oi_1 > and3_1 > a21oi_1
Synth Seq Share: 0.396
GRT overflow: 0
dominant logic cell type in the layout: edfxtp_1
relative slew slack: 0.381
Via density: 5.48
most used cell, CP: o21ai_0
layout cells sized above 1: 0.150
Rows: 73
clock latency (worst-skew pair): 0.43 ns
number of synthesized flops with an enable pin: 157
post-DP HPWL: 26,600 um
Worst path slowest cell: mux4_2
DRT iter0 DRCs: 662
Final period util: 0.598
Cell Type Count: 80
==> synthesized netlist by cell type, drive strengths merged, types with 13 or more instances <==
master and number:
edfxtp 157, nor2 84, ha 74, o21ai 70, nand2 67, a21oi 66, mux4 64, inv 60
mux2i 54, clkbuf 45, xnor2 43, xor2 27, nor3 24, nor2b 23, nand3 17, buf 16
a22oi 15, a31oi 14, nand2b 13
==> worst paths after layout <==
path / from / to / cells after the start
setup / recovery: flip-flop / regbank[6][15] / 18
hold / removal: ir[5] / flip-flop / 1
setup reg to reg: flip-flop / regbank[6][15] / 18
hold reg to reg: ir[5] / flip-flop / 1
==> cell type report <==
type / count / area, um2
fillers: 3826 / 26100
repair buffers: 76 / 683
multi-input cells: 809 / 6870
flip-flops and latches: 163 / 4840
inverters: 61 / 231
well taps: 525 / 657
clock buffers: 17 / 425
clock inverters: 14 / 139
==> cells by family after synthesis <==
group | share of synthesized area
and+or+nand+nor | 0.111
AOI/OAI and AO/OA | 0.138
DFF | 0.396
muxes | 0.181
buffers and inverters | 0.0416
adders and majority gates | 0.0808
xor gates and xnor gates | 0.0503
==> state kept, by name (all words and copies together), names as in the netlist, named ones only <==
name / count
state: 4
zeroflag: 1
pc: 12
ir: 12
regbank: 128
==> metal layers <==
layer / up-vias / wire [um] / share of wire / GRT usage
li1: 4243 / - / - / -
met1: 4361 / 13700 / 0.38 / 0.233
met2: 452 / 17100 / 0.47 / 0.289
met3: 61 / 4070 / 0.11 / 0.0833
met4: 0 / 1410 / 0.039 / 0.0599
met5: - / 0 / 0 / 0
==> per-stage QoR <==
| stage | hold slack [ns] | area, um2 | cells | setup WS (ns) |
|---|---|---|---|---|
| 4_1_cts | 0.501 | 13800 | 1665 | 3.93 |
| 5_1_grt | 0.518 | 13800 | 1665 | 3.43 |
| 3_3_place_gp | 0.482 | 13300 | 1634 | 4.09 |
| 6_report | 0.500 | 13800 | 1665 | 3.93 |
| 3_5_place_dp | 0.484 | 13300 | 1634 | 3.99 |
| 2_1_floorplan | 0.468 | 12200 | 1094 | 5.06 |
