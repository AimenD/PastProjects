==> design/flow/design.v <==
module sevensegment (
    input logic [15:0] datain,
    output logic [6:0] display,
    output logic [3:0] grounds,
    input logic clk
);
logic [3:0] data [3:0];
logic [25:0] clk1;
logic [1:0] count;
always_ff @(posedge clk)
    clk1 <= clk1 + 1;
always_ff @(posedge clk1[15]) begin
    grounds <= {grounds[2:0], grounds[3]};
    count <= count + 1;
end
always_comb begin
    data[3] = datain[15:12];
    data[2] = datain[11:8];
    data[1] = datain[7:4];
    data[0] = datain[3:0];
end
always_comb begin
    case (data[count])
        4'h0: display = 7'b1111110;
        4'h1: display = 7'b0110000;
        4'h2: display = 7'b1101101;
        4'h3: display = 7'b1111001;
        4'h4: display = 7'b0110011;
        4'h5: display = 7'b1011011;
        4'h6: display = 7'b1011111;
        4'h7: display = 7'b1110000;
        4'h8: display = 7'b1111111;
        4'h9: display = 7'b1111011;
        4'ha: display = 7'b1110111;
        4'hb: display = 7'b0011111;
        4'hc: display = 7'b1001110;
        4'hd: display = 7'b0111101;
        4'he: display = 7'b1001111;
        4'hf: display = 7'b1000111;
        default: display = 7'b0000000; 
    endcase
end
initial begin
    count = 0;
    grounds = 4'b0100;
    clk1 = 0;
end
endmodule
==> design/flow/run.sh <==
#!/bin/bash
# OpenROAD 26Q1-2900-gdf79404cd8, Yosys 0.63+post, stock flow scripts
make -C /OpenROAD-flow-scripts/flow DESIGN_CONFIG=/design/flow/config.mk WORK_HOME=/design/flow/orfs finish
==> design/flow/config.mk <==
export PLATFORM = sky130hd
export DESIGN_NAME = sevensegment
export DESIGN_NICKNAME = sevensegment
export VERILOG_FILES = /design/flow/design.v
export SDC_FILE = /design/flow/constraint.sdc
export NUM_CORES = 4
export LEC_CHECK = 1
export CORE_AREA = 10 10 108 108
export DIE_AREA = 0 0 118 118
==> design/flow/constraint.sdc <==
current_design sevensegment

set clk_period 3.8
set clk_io_pct 0.2

create_clock -name clk0 -period $clk_period [get_ports {clk}]

set non_clock_inputs [all_inputs -no_clocks]
set_input_delay [expr $clk_period * $clk_io_pct] -clock clk0 $non_clock_inputs
set_output_delay [expr $clk_period * $clk_io_pct] -clock clk0 [all_outputs]
==> results.toml <==
# synthesis and place-and-route metrics
[layout]
area_growth_pct = 48.31
lay_top_count = "clkdlybuf4s50_1"
drive_above_1_share = 0.1477
final_cell_mix = "clkdlybuf4s50_1 (27), dfxtp_1 (22), inv_1 (11), xnor2_1 (11), ha_1 (9)"
final_cell_area_um2 = 1705

[run_status]
status = "complete, no violations"

[detailed_routing]
drt-vias-per-instance = 3.169
postRouteWirelength_mm = 2.370
drt.antenna.violating_nets = 0
route.vias.total = 881
firstDrtPassIters = 5
drcViolationCount = 0
drt-initial-drc-count = 28
diodes = 0
wire_per_inst_um = 8.525

[clocking]
root_buffer = "clkbuf_8"
cts_buffer_depth = 2
cts_made_buffers = 3
clk_pin_slew_ns = 0.06
ctsHoldBuffers = 0
clkLatencyLatePin_ns = 0.25
cts_tree = "yes"
h-tree-depth = 1

[sta]
relSlewSlack = 0.6676
rsz0062_at_grt = "no"
unconstrained_endpoints = 10
max_freq_ghz = 0.2726
tns_ns = 0
period_needed_ns = 3.668
hold_viol = 0
unclocked_regs = 6
skew_ns = 0.001308
finalCritPeriodShare = 0.9654
setup_viol = 0
finalMaxSlewViolations = 0
worst_slew_pin_slew_ns = 0.4986

[die]
fp.dieW_um = 118
ios = 28
core_um2 = 9284
chip_area_um2 = 13920
die_h_um = 118
placementRows = 35
fp_util = 0.1239

[worst_setup_path]
start_kind = "input port"
required_ns = 3.04
end_kind = "primary output"
critPathKind = "input port to primary output"
startpoint = "datain[8]"
cp_max_fo = 7
r2r-start = "clk1[2]$_DFF_P_"
cp.arrival_ns = 2.91

[yosys]
synthCells = 111
synth_flops = 22
yosysWarnings = 2
yosys_area_um2 = 1150
syn_area_um2 = 1150
syn_area_per_cell_um2 = 10.36
ys_types = 25
yosys_cells = 111
top_area_frac = 0.3830
ys_seq_share = 0.3830
area_leaders = "dfxtp_1 (38%), ha_1 (13%), xnor2_1 (8.4%), mux2i_1 (5.2%), inv_1 (3.6%)"
synth_area_leader_cell = "dfxtp_1"

[place]
placed_cell_area_um2 = 1619
gp_congestion = 0.7716
io_buffers = 27
hpwl_mm = 1.921

[global_route]
grt_pass1_vias = 858
grt_use_total = 0.03430
grt_max_degree = 10
grt_overflow = 0
antenna_found_initial = 0
grt_pass1_wl_mm = 4.126

[worst_hold_path]
hold_class = "flop to flop"
min_from = "clk1[0]$_DFF_P_"

[run]
maxCapViolations = 0
warnings = 34

[power_and_ir_drop]
powerDensity_nw_per_um2 = 195.8
ir_drop_mv = 0.2302
p_leak_uw = 0.0006259
-- layer usage --
layer / up-vias / GRT usage / wire (µm)
met5: - / 0 / 0
met4: 0 / 0.001546 / 12
met3: 2 / 0.008751 / 102
met2: 28 / 0.04965 / 905
met1: 389 / 0.05204 / 1350
li1: 462 / - / -
-- final timing paths --
kind,to,slack (ns),cells past startpoint
setup reg to reg,clk1[15]$_DFF_P_,2.47,4
hold reg to reg,clk1[0]$_DFF_P_,0.41,1
hold / removal,clk1[0]$_DFF_P_,0.41,1
setup / recovery,display[1],0.13,8
-- worst max-delay path, stage by stage --
cell and delay (ns):
clkdlybuf4s50_1 0.41, a222oi_1 0.31, mux2i_1 0.11, buf_4 0.17
ha_2 0.20, mux2_1 0.30, a21oi_1 0.16, clkdlybuf4s50_1 0.49
-- flip-flops by register name, summed over array words and instances (netlist names) --
name,flops
grounds,4
count,2
clk1,16
-- cells by family after synthesis --
group | Yosys count | synth area share
compound gates | 10 | 0.07835
xor+xnor | 15 | 0.1142
fa+ha+maj | 12 | 0.1306
buf+inv | 13 | 0.05549
flops | 22 | 0.3830
mux | 12 | 0.1132
simple gates | 27 | 0.1251
-- where the power goes --
| group | internal [µW] | switching (µW) | total [µW] | leakage, µW |
|---|---|---|---|---|
| clock | 91.8 | 56.3 | 148 | 0.0000288 |
| sequential | 168 | 0 | 168 | 0.000177 |
| combinational | 14.7 | 3.37 | 18.1 | 0.000420 |
| total | 274 | 59.6 | 334 | 0.000626 |
-- timing repair --
item	4_1_cts	5_1_grt
gates resized	0	6
endpoints found under the hold margin	0	0
endpoints found under the setup margin	0	7
buffers inserted	0	1
-- metrics by stage --
stage	hold WS, ns	utilization	worst slack, ns	total power (µW)	cells
5_1_grt	0.4416	0.1837	0.007852	350.0	278
6_report	0.4082	0.1837	0.1317	333.9	278
3_5_place_dp	0.3954	0.1744	0.03927	189.0	273
2_1_floorplan	0.3829	-	1.083	172.5	111
3_3_place_gp	0.3925	0.1744	0.04527	189.0	273
4_1_cts	0.4108	0.1803	0.03102	336.2	277
-- cell type report --
class                           instances  area, µm²
Sequential cell                        22      440.4
Tap cell                              129      161.4
Inverter                               11      41.29
Multi-Input combinational cell         76      665.6
Clock buffer                            4      55.05
Fill cell                            1036       7579
Timing Repair Buffer                   36      341.6
-- cell usage after synthesis (all sizes together) --
master and instances:
nand3 5, nand4 3, nand2 7, ha 12
nor2 5, a221oi 1, dfxtp 22, xnor2 11
mux2 5, a21oi 2, nor3 2, a222oi 4
mux2i 7, and4 1, xor2 4, inv 11
a2bb2oi 1, a22oi 1, and3 3, buf 2
a32oi 1, and4bb 1
Power figures rest on the tool's default switching activity, not on a simulated workload.
